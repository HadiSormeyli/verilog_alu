==> /design/flow/design.v <==
module ALU  #(parameter N = 8) (
    input signed [N-1:0] A,
    input signed [N-1:0] B,
    input CLOCK,
    input [3:0] OP,
    output reg signed [2*N-1:0] S,
    output reg Carry_out
);
  wire signed [N-1:0] Sum;
  wire Cout_sum;
  wire signed [N-1:0] Sub;
  wire Cout_sub;
  wire Cout_neg_B;
  wire Cout_neg_A;
  wire signed [N-1:0] result_neg_B;
  wire signed [N-1:0] result_neg_A;
  reg [N-1:0] T;
  reg [2*N-1:0] shifted_A;
  reg [2*N-1:0] product_reg;
   RippleCarryAdder #(N) adder (
        .A(A),
        .B(B),
        .Sum(Sum),
        .Cout(Cout_sum)
    );
    RippleCarryAdder #(N) negate_b (
        .A(~B),
        .B(1),
        .Sum(result_neg_B),
        .Cout(Cout_neg_B)
    );
    RippleCarryAdder #(N) negate_a (
         .A(~A),
         .B(1),
         .Sum(result_neg_A),
         .Cout(Cout_neg_A)
    );
    RippleCarryAdder #(N) subtractor (
        .A(A),
        .B(result_neg_B),
        .Sum(Sub),
        .Cout(Cout_sub)
    );
    always @(posedge CLOCK) begin
        case(OP)
            4'b0000: begin
                S <= Sum;
                Carry_out <= Cout_sum;
            end
            4'b0001: begin
                S <= Sub;
                Carry_out <= Cout_sub;
            end
            4'b0010: begin
                S <= |A;
                Carry_out <= 1'b0;
            end
            4'b0011: begin
                S <= |B;
                Carry_out <= 1'b0;
            end
            4'b0100: begin
                S <= A | B;
                Carry_out <= 1'b0;
            end
            4'b0101: begin
                S <= A || B;
                Carry_out <= 1'b0;
            end
            4'b0110: begin
                S <= ^A;
                Carry_out <= 1'b0;
            end
            4'b0111: begin
                S <= ^B;
                Carry_out <= 1'b0;
            end
            4'b1000: begin
                S <= A ^ B;
                Carry_out <= 1'b0;
            end
            4'b1001: begin
                S <= &A;
                Carry_out <= 1'b0;
            end
            4'b1010: begin
                S <= &B;
                Carry_out <= 1'b0;
            end
            4'b1011: begin
                S <= A & B;
                Carry_out <= 1'b0;
            end
            4'b1100: begin
                S <= A && B;
                Carry_out <= 1'b0;
            end
            4'b1101: begin
                S <= result_neg_A;
                Carry_out <= Cout_neg_A;
            end
            4'b1110: begin
                S <= result_neg_B;
                Carry_out <= Cout_neg_B;
            end
            4'b1111: begin
  		if (T[0] == 1'b1) begin
		    product_reg <= product_reg + shifted_A;  	
		end
        	T <= T >> 1;
       		shifted_A <= shifted_A << 1;
 		S <= product_reg;
		Carry_out <= 1'b0;
            end
        endcase
    end
       always @(A,B) begin
		if(OP == 4'b1111) begin 
			if(B[N-1] == 1) begin
				shifted_A = ~A+1;
				T = ~B+1;
			end else begin shifted_A = A; T = B; end
			product_reg = 0;
		end
   	end
endmodule
module RippleCarryAdder  #(parameter N = 8) (
    input signed [N-1:0] A,
    input signed [N-1:0] B,
    output signed [N-1:0] Sum,
    output Cout
);
wire [N-1:0] SumTemp;
wire [N:0] Carry;
assign Carry[0] = 1'b0;
genvar i;
generate
    for (i = 0; i < N; i = i + 1) begin : ADDER_LOOP
        FullAdder FA (
            .A(A[i]),
            .B(B[i]),
            .Cin(Carry[i]),
            .Sum(SumTemp[i]),
            .Cout(Carry[i+1])
        );
    end
endgenerate
assign Cout = Carry[N];
assign Sum = {Cout, SumTemp};
endmodule
module FullAdder (
    input A,
    input B,
    input Cin,
    output Sum,
    output Cout
);
wire CoutIntermediate;
wire SumIntermediate;
assign SumIntermediate = A ^ B ^ Cin;
assign CoutIntermediate = (A & B) | (Cin & (A ^ B));
assign Sum = SumIntermediate;
assign Cout = CoutIntermediate;
endmodule
==> /design/flow/run.sh <==
#!/bin/bash
# OpenROAD 26Q1-2900-gdf79404cd8, Yosys 0.63+post, stock flow scripts
make -C /OpenROAD-flow-scripts/flow DESIGN_CONFIG=/design/flow/config.mk WORK_HOME=/design/flow/orfs finish
==> /design/flow/config.mk <==
export PLATFORM = sky130hd
export DESIGN_NAME = ALU
export DESIGN_NICKNAME = ALU
export VERILOG_FILES = /design/flow/design.v
export SDC_FILE = /design/flow/constraint.sdc
export NUM_CORES = 4
export LEC_CHECK = 1
export CORE_UTILIZATION = 30
==> /design/flow/constraint.sdc <==
current_design ALU

set clk_period 3.9
set clk_io_pct 0.2

create_clock -name clk0 -period $clk_period [get_ports {CLOCK}]

set non_clock_inputs [all_inputs -no_clocks]
set_input_delay [expr $clk_period * $clk_io_pct] -clock clk0 $non_clock_inputs
set_output_delay [expr $clk_period * $clk_io_pct] -clock clk0 [all_outputs]
==> flow_metrics.py <==
# Synthesis and PnR figures
metrics = {
    "timing": {
        "finalHoldViolCount": 0,
        "fin_ws_ns": -0.0372,
        "slew_viol_final": 0,
        "max_freq_ghz": 0.254,
        "rsz0062_at_grt": "yes",
        "finalSetupViolations": 1,
        "slew_headroom_pct": 56.3,
        "tightest_slew_ns": 0.654,
        "period_used_pct": 101,
        "period_needed_ns": 3.94,
    },
    "yosys": {
        "synth_area_per_cell_sq_um": 8.72,
        "flop_cell": "dfxtp_1",
        "numSynthFlops": 9,
        "synth_cell_types": 38,
        "yosys_area_sq_um": 1860,
        "async_flop_share_pct": 0,
        "postSynthCellCount": 213,
        "ys_cells": 213,
        "synth-edff-count": 0,
        "synth_area_sq_um": 1860,
        "yosysWarningCount": 59,
        "yosysSeqAreaShare_pct": 9.70,
    },
    "critical_path": {
        "critPathCaptureType": "register",
        "cp_cell_sequence": "buf_8 > inv_6 > ha_4 > fa_2 > fa_2 > fa_2 > fa_2 > fa_2 > inv_2 > fa_2 > inv_2 > fa_1 > a22oi_2 > o22ai_1 > a21oi_1 > a21oi_1",
        "crit_type": "primary input to register",
        "arrival_ns": 4.03,
        "slowest_delay_ns": 0.45,
        "worstPathMaxFanout": 2,
        "worstSetupStartpointType": "primary input",
        "required_ns": 4.00,
        "crit_path_frequent_cell": "fa_2",
        "cpMaxStageDelayCell": "fa_1",
    },
    "final_layout": {
        "final.fill_count": 576,
        "final_cells": 339,
        "final_cell_mix": "41 x ha_1, 32 x clkdlybuf4s50_1, 27 x buf_4, 18 x inv_1, 11 x nand2_1",
        "fin_util_pct": 42.5,
        "syn2layout_area_growth_pct": 36.3,
        "drive_above_1_share_pct": 19.7,
        "final_common_cell": "ha_1",
    },
    "drt": {
        "vias": 1704,
        "antennaDiodeCount": 0,
        "wirelength_microns": 4960,
        "wl_per_cell_microns": 14.6,
        "via_per_inst": 5.03,
        "dr.pass1.iters": 4,
        "ant_nets": 0,
        "route.detailed.drc": 0,
        "first_iter_violations": 134,
    },
    "power": {
        "cellLeakagePower_uw": 0.00114,
        "vdd_ir_drop_max_mv": 0.136,
        "p_per_area_nw_per_um2": 188,
    },
    "flow_run": {
        "max_cap_viol_count": 0,
        "warning_count": 44,
    },
    "grt": {
        "track_usage_pct": 16.8,
        "antenna_found_initial": 0,
        "gr-total-overflow": 0,
        "grt_first_pass_wirelength_microns": 8290,
        "grt_max_degree": 19,
        "grt_pass1_vias": 1664,
    },
    "run_status": {
        "outcome": "complete, but fails checks",
        "violations": "negative setup slack",
    },
    "cts": {
        "clock_sinks": 9,
        "clockBufferDepth": 2,
        "clk_pin_slew_worst_paths_ns": 0.04,
        "h-tree-depth": 1,
        "ctsRootBufferMaster": "clkbuf_8",
        "numCtsBuffers": 3,
        "cts_hold_buf": 0,
        "cts_tree": "yes",
    },
    "place": {
        "gp_congestion": 0.947,
        "placedCellCount": 332,
        "dp_hpwl_microns": 4060,
        "port_buffers": 37,
    },
    "floorplan": {
        "io_pins": 38,
        "die_x_microns": 80.7,
        "die_y_microns": 80.7,
        "rows": 28,
        "core_util_floorplan_pct": 31.2,
        "core_sq_um": 5960,
        "die_area_sq_um": 6510,
    },
    "hold_path": {
        "hold_class": "primary input to register",
    },
}
Yosys cell counts (all sizes together) (2+ instances only):
master	instances	area share [%]
o221a	2	1.2
mux2i	2	1.1
a21boi	2	0.81
nor2	10	2.0
xnor2	6	2.8
nand2	11	2.2
a22oi	9	3.6
and3	3	1.0
ha	44	30
a31oi	4	1.3
a32oi	2	0.94
o221ai	3	1.4
o21ai	10	2.7
nor3	6	1.6
buf	15	5.5
nand4	4	1.3
nor2b	3	1.0
inv	24	4.9
nand3	4	1.1
clkbuf	3	0.61
dfxtp	9	9.7
fa	14	15
a21oi	7	1.9
o22ai	4	1.3
through the flow:
step / TNS [ns] / area, sq um / power, uW / hold slack [ns] / setup slack (ns)
final: -0.0372 / 2530 / 476 / 1.14 / -0.0372
after detailed placement: -2.29 / 2420 / 365 / 1.44 / -0.768
after CTS: -0.193 / 2510 / 476 / 1.16 / -0.193
after global placement: -2.32 / 2420 / 365 / 1.43 / -0.725
after floorplan: -0.0583 / 1880 / 249 / 1.04 / -0.0583
after global routing: -0.179 / 2530 / 517 / 1.16 / -0.179
power by group:
part | switching [uW] | internal [uW]
sequential | 3.88 | 103
combinational | 123 | 145
clock | 31.2 | 70.7
flip-flops by register name (all words and copies together), names as in the netlist:
name,cells
Carry_out,1
S,8
final timing paths:
kind,startpoint,to,slack [ns],cells past startpoint
max,B[0],S[14]$_DFF_P_,-0.04,16
min,B[1],S[1]$_DFF_P_,1.14,4
metal layers:
| layer | GRT usage, % | routed length, microns |
|---|---|---|
| met1 | 24.4 | 2310 |
| met2 | 25.6 | 2180 |
| met3 | 3.00 | 345 |
| met4 | 4.82 | 119 |
| met5 | 0 | 0 |
worst max-delay path: cells and delay by family:
kind	cells	cell delay (ns)
adders and majority gates	8	2.60
AOI/OAI and AO/OA	4	0.41
buffers and inverters	4	0.25
cell families after synthesis:
group	share of synthesized area [%]
buffers and inverters	11.0
DFF	9.70
xor gates and xnor gates	2.83
AOI/OAI and AO/OA	18.5
muxes	1.08
and+or+nand+nor	12.1
adders and majority gates	44.7
final cells by class:
class | count | area, sq um | share of cell area, %
multi-input combinational | 162 | 1530 | 60.5
timing repair buffer | 65 | 583 | 23.0
sequential | 9 | 180 | 7.12
inverter | 24 | 97.6 | 3.86
tap | 75 | 93.8 | 3.71
clock buffer | 4 | 45.0 | 1.78
timing repair:
action                                  4_1_cts  5_1_grt
buffers inserted                              3        0
pin swaps                                    10       10
resized                                      24        8
endpoints found under the setup margin        4        3
endpoints found under the hold margin         0        0
Power is estimated from default activity; no workload was simulated.
